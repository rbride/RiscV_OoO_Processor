==> flow/run.sh <==
#!/bin/bash
# OpenROAD 26Q1-2900-gdf79404cd8, Yosys 0.63+post, stock flow scripts
make -C /OpenROAD-flow-scripts/flow DESIGN_CONFIG=/design/flow/config.mk WORK_HOME=/design/flow/orfs finish
==> flow/config.mk <==
export PLATFORM = sky130hd
export DESIGN_NAME = mult_stage
export DESIGN_NICKNAME = mult_stage
export VERILOG_FILES = /design/flow/design.v
export SDC_FILE = /design/flow/constraint.sdc
export NUM_CORES = 4
export LEC_CHECK = 1
export CORE_UTILIZATION = 50
==> flow/design.v <==
module mult_stage(
					input clock, reset, start,
					input [63:0] product_in, mplier_in, mcand_in,
					output logic done,
					output logic [63:0] product_out, mplier_out, mcand_out
				);
	logic [63:0] prod_in_reg, partial_prod_reg;
	logic [63:0] partial_product, next_mplier, next_mcand;
	assign product_out = prod_in_reg + partial_prod_reg;
	assign partial_product = mplier_in[7:0] * mcand_in;
	assign next_mplier = {8'b0,mplier_in[63:8]};
	assign next_mcand = {mcand_in[55:0],8'b0};
	always_ff @(posedge clock) begin
		prod_in_reg      <= #1 product_in;
		partial_prod_reg <= #1 partial_product;
		mplier_out       <= #1 next_mplier;
		mcand_out        <= #1 next_mcand;
	end
	always_ff @(posedge clock) begin
		if(reset)
			done <= #1 1'b0;
		else
			done <= #1 start;
	end
endmodule
module mult(
				input clock, reset,
				input [63:0] mcand, mplier,
				input start,
				output [63:0] product,
				output done
			);
  logic [63:0] mcand_out, mplier_out;
  logic [(7*64)-1:0] internal_products, internal_mcands, internal_mpliers;
  logic [6:0] internal_dones;
	mult_stage mstage [7:0]  (
		.clock(clock),
		.reset(reset),
		.product_in({internal_products,64'h0}),
		.mplier_in({internal_mpliers,mplier}),
		.mcand_in({internal_mcands,mcand}),
		.start({internal_dones,start}),
		.product_out({product,internal_products}),
		.mplier_out({mplier_out,internal_mpliers}),
		.mcand_out({mcand_out,internal_mcands}),
		.done({done,internal_dones})
	);
endmodule
typedef enum logic [2:0] { 
    IDLE,
    DELAY,
    PROCESS, 
    FEED,
    WAIT, 
    CHECK,
    DONE
} fsm_states;
module pre_process(
    input  wire [63:0] value,
    output wire [14:0] pre_processed_1hot
);
    assign pre_processed_1hot[14] = ( |value[63 : 60] );
    assign pre_processed_1hot[13] = ( |value[59 : 56] );
    assign pre_processed_1hot[12] = ( |value[55 : 52] );
    assign pre_processed_1hot[11] = ( |value[51 : 48] );
    assign pre_processed_1hot[10] = ( |value[47 : 44] );
    assign pre_processed_1hot[ 9] = ( |value[43 : 40] );
    assign pre_processed_1hot[ 8] = ( |value[39 : 36] );
    assign pre_processed_1hot[ 7] = ( |value[35 : 32] );
    assign pre_processed_1hot[ 6] = ( |value[31 : 28] );
    assign pre_processed_1hot[ 5] = ( |value[27 : 24] );
    assign pre_processed_1hot[ 4] = ( |value[23 : 20] );
    assign pre_processed_1hot[ 3] = ( |value[19 : 16] );
    assign pre_processed_1hot[ 2] = ( |value[15 : 12] );
    assign pre_processed_1hot[ 1] = ( |value[11 :  8] );
    assign pre_processed_1hot[ 0] = ( |value[ 7 :  4] );
endmodule
module ISR (
    input                   reset,
    input           [63:0]  value,
    input                   clock,
    output logic    [31:0]  result,
    output logic            done
);
    fsm_states              state, state_next;      
    logic                   mul_start, mul_done;
    logic           [63:0]  mul_out;
    logic           [3:0]   index;  
    mult mul ( .clock(clock), .reset(reset), .mcand(result), .mplier(result), 
              .start(mul_start), .product(mul_out), .done(mul_done)                    );
    logic [6:0] pre_process_flag_wire;
    assign pre_process_flag[6] = ( |value[31 : 28] );
    assign pre_process_flag[5] = ( |value[27 : 24] );
    assign pre_process_flag[4] = ( |value[23 : 20] );
    assign pre_process_flag[3] = ( |value[19 : 16] );
    assign pre_process_flag[2] = ( |value[15 : 12] );
    assign pre_process_flag[1] = ( |value[11 :  8] );
    assign pre_process_flag[0] = ( |value[ 7 :  4] );
    logic   zero_check;    logic   val_check;    logic   first_flag; 
    assign val_check    = (mul_out > value) ? 1'b1 : 1'b0;
    assign zero_check   = (|value) ? 1'b0 : 1'b1; 
    always_comb begin
        case(state)
            IDLE : begin
                state_next      =  IDLE;
            end
            DELAY : begin
                state_next      =  PROCESS;
            end
            PROCESS : begin
                state_next      = FEED;                              
            end
            FEED : begin         
                state_next      =  WAIT;
            end
            WAIT : begin
                if( mul_done ) begin
                    state_next  =  CHECK;
                end 
                else begin
                    state_next  =  WAIT;
                end    
            end
            CHECK : begin
                if (zero_check) begin
                        state_next          =   DONE;
                end 
                else if( val_check ) begin
                        state_next          =   FEED;
                    end
                else begin  
                    if( index == 4'b0000 ) begin
                        state_next  =  DONE;
                    end 
                    else begin
                        state_next  =  FEED;
                    end  
                end
            end
            DONE : begin
                state_next  =  IDLE;
            end
        endcase 
    end
    always_ff @(posedge clock) begin
        done             <= 1'b0;
        mul_start        <= 1'b0;
        if(reset) begin
            state           <=  DELAY;
        end 
        else begin
            state           <=  state_next;
            case(state) 
                DELAY   : begin              
                    first_flag      <=  1'b1;
                end
                PROCESS : begin
                    if      (pre_process_flag[6])   begin   result <= 32'h8000; index <= 4'hF;  end
                    else if (pre_process_flag[5])   begin   result <= 32'h2000; index <= 4'hD;  end
                    else if (pre_process_flag[4])   begin   result <= 32'h800;  index <= 4'hB;  end
                    else if (pre_process_flag[3])   begin   result <= 32'h400;  index <= 4'hA;  end
                    else if (pre_process_flag[2])   begin   result <= 32'h80;   index <= 4'h7;  end
                    else if (pre_process_flag[1])   begin   result <= 32'h20;   index <= 4'h5;  end
                    else if (pre_process_flag[0])   begin   result <= 32'h8;    index <= 4'h3;  end
                    else                            begin   result <= 32'h3;    index <= 4'h1;  end
                end
                FEED    : begin
                    mul_start   <=  1'b1;
                    if( !first_flag )   index       <=  index - 1'b1;
                    else                first_flag  <=  1'b0;
                end
                WAIT    : begin
                    mul_start   <=  1'b0;
                end
                CHECK   : begin
                    if(val_check) begin
                        result[index]   <=  1'b0;
                    end
                end
                DONE    : begin
                    done    <=  1'b1;
                    if(zero_check)          result <= 32'b0;
                end
            endcase
        end
    end
endmodule
==> flow/constraint.sdc <==
current_design mult_stage

set clk_period 42.1
set clk_io_pct 0.2

create_clock -name clk0 -period $clk_period [get_ports {clock}]

set non_clock_inputs [all_inputs -no_clocks]
set_input_delay [expr $clk_period * $clk_io_pct] -clock clk0 $non_clock_inputs
set_output_delay [expr $clk_period * $clk_io_pct] -clock clk0 [all_outputs]
==> impl_metrics.json <==
{
  "status": "finished, final reports clean",
  "ys_sh_xor_pct": 4.84,
  "chipArea_sq_mm": 0.0475,
  "min_path_type": "in2reg",
  "cp_max_fo": 62,
  "max_freq_ghz": 0.0716,
  "slew_headroom_pct": 49.3,
  "top_area_share_pct": 29.9,
  "cp.arrival_ns": 14.46,
  "postCtsSetupBuffers": 0,
  "leakage_uw": 0.0128,
  "gr-usage-all-layers_pct": 29.7,
  "yosys.stat.seqShare_pct": 20.7,
  "place_congestion": 0.951,
  "cts_tree": "built",
  "diodes": 0,
  "drive_gt1_share_pct": 3.33,
  "tool_warnings": 26,
  "first_global_vias": 18800,
  "final_util_pct": 62.2,
  "crit_required_ns": 42.59,
  "finalHoldViolations": 0,
  "root_buffer": "clkbuf_16",
  "num_vias": 18000,
  "gr-total-overflow": 0,
  "ys_cells": 2457,
  "ys.flops": 241,
  "synthMuxAreaShare_pct": 0,
  "holdBufCountCts": 0,
  "worstMarginPinSlew_ns": 0.760,
  "hold_depth": 1,
  "ys_top_cells_by_count": "and2_1, fa_1, inv_1",
  "cts.path.max_buffers": 3,
  "syn_avg_cell_area_sq_um": 9.50,
  "io_buffers": 371,
  "topCellsByArea": "fa_1, dfxtp_1, and2_1",
  "drc": 0,
  "first_iter_violations": 762,
  "synthCells": 2457,
  "most_common_cell": "and2_1",
  "crit_path_start_kind": "input port",
  "path_class": "in2reg",
  "ys_top_logic_family": "adder cells",
  "syn_area_sq_mm": 0.0233,
  "wl_um": 64800,
  "dpl-instance-area_sq_mm": 0.0274,
  "yosysTopAreaCell": "fa_1",
  "die_h_um": 218,
  "finalCritPeriodShare_pct": 33.2,
  "edf_count": 0,
  "yosysWarnings": 1,
  "setup_tns_ns": 0,
  "setup_violations": 0,
  "endpoint_kind": "flip-flop",
  "grt_max_degree": 65,
  "async_flop_share_pct": 0,
  "cts_made_buffers": 28,
  "viasPerCell": 5.31,
  "rows": 78,
  "cts.sinks": 241,
  "ctsResizeCount": 0,
  "final_area_sq_mm": 0.0284,
  "rsz0062_at_grt": "false",
  "core_region_area_sq_mm": 0.0457,
  "die_w_um": 218,
  "place_ws_ns": 27.57,
  "postRouteAntennaNets": 0,
  "period_minus_slack_ns": 13.97,
  "drv_slew": 0,
  "routedWlPerCell_um": 19.1,
  "flop_cell": "dfxtp_1",
  "ir_drop_mv": 0.0467,
  "setup_ws_ns": 28.13,
  "drv_cap": 0,
  "synth-compound-area-share_pct": 12.0,
  "drtPass1Iterations": 7,
  "io_pins": 388,
  "grt_pass1_wl_um": 104000,
  "synth-simple-area-share_pct": 18.5,
  "p_per_area_mw_per_mm2": 73.2,
  "path_clk_slew_ns": 0.06,
  "antenna_found_initial": 0,
  "ys_area_sq_mm": 0.0233,
  "htree_num_levels": 1,
  "dp_hpwl_um": 50700,
  "hold_slack_ns": 8.27,
  "area_growth_pct": 21.8,
  "fa_ha_area_share_pct": 37.2,
  "fp_util_pct": 51.1,
  "synth.distinct_cells": 79
}
[report_power, final]
part	internal, uW	total, uW	switching [uW]
combinational	680	1520	837
sequential	283	304	21.0
clock	154	259	106
total	1120	2080	964
[layer usage]
| metal | up-vias | share of wire [%] | global-route usage, % |
|---|---|---|---|
| met5 | - | 0 | 0.417 |
| met4 | 0 | 1.9 | 4.43 |
| met3 | 61 | 9.6 | 9.70 |
| met2 | 769 | 42 | 42.4 |
| met1 | 8670 | 46 | 47.2 |
| li1 | 8532 | - | - |
[cells in the final DEF (no fill, tap or decap), drive strengths merged, types with 37 or more instances in the layout]
master / count
and2: 401
clkdlybuf4s50: 369
fa: 349
inv: 286
dfxtp: 241
nand2: 173
a21oi: 145
ha: 135
xnor2: 87
o21ai: 79
nor2: 63
a21o: 59
xor2: 42
nand4: 37
[cell families (layout without fill, tap and decap cells)]
logic type / Yosys count / after routing
and+or+nand+nor: 786 / 786
DFF: 241 / 241
adders and majority gates: 484 / 484
buffers and inverters: 395 / 716
AOI/OAI and AO/OA: 421 / 421
other: 1 / 16
xor gates and xnor gates: 129 / 129
[worst paths after layout]
kind | start | endpoint | slack, ns
min | product_in[63] | prod_in_reg[63]$_DFF_P_ | 8.27
max | mplier_in[2] | partial_prod_reg[57]$_DFF_P_ | 28.13
[metrics by stage]
step	total power, uW	cells
6_report	2080	3393
5_1_grt	2280	3393
4_1_cts	2080	3393
3_5_place_dp	1810	3341
3_3_place_gp	1810	3341
2_1_floorplan	1300	2472
[worst max-delay path, stage by stage]
cell,delay [ns]
clkdlybuf4s50_1,0.46
buf_4,0.53
and2_1,0.25
fa_1,0.43
fa_1,0.52
fa_1,0.49
inv_1,0.05
fa_1,0.47
inv_1,0.04
ha_1,0.39
a21oi_1,0.37
nand2_1,0.20
nor4b_4,0.34
o211ai_2,0.14
and4bb_4,0.26
o31ai_4,0.38
o31ai_4,0.15
a21oi_4,0.23
o21ai_1,0.11
xnor2_1,0.20
[cell type report]
class	instances	area, sq um
clock inverter	20	262
timing repair buffer	379	3760
fill	3687	17300
clock buffer	32	746
sequential	241	4820
tap	600	751
inverter	285	1070
multi-input combinational	1836	17000
Power is estimated from default activity; no workload was simulated.
